==> design/flow/design.v <==
module fsm(input logic clk, rst, a, b, c, d,
	    output logic finished);
  typedef enum {INIT, S0,S1,S2,S3} state_t;
  state_t curr_state,next_state;
  always_ff @(posedge clk or posedge rst) begin
    if(rst == 1'b1)
	curr_state <= INIT;
    else
	curr_state <= next_state;
  end
  always_comb begin
    next_state = curr_state;
    case(curr_state)
      INIT: begin
        if(!a  && !b && !c & !d) next_state = S0;
      end
      S0: begin
        if(b) next_state = S1;
        if(c) next_state = S2;
      end
      S1:begin
        if(d) next_state = INIT;        
      end
      S2: begin
        if(b) next_state = S1;
        if(a) next_state = S3;
      end
      S3: begin
        if(!a) next_state = S2;
      end
      default: next_state = INIT;
    endcase    
  end
assign finished = (curr_state == S3)?1'b1: 1'b0;
endmodule
module top(input logic rst,clk,a,b,c,d,
          output logic finished);
  fsm U_FSM(.rst(rst),.clk(clk),.a(a),.b(b),.c(c),.d(d), .finished(finished));
endmodule 
==> design/flow/run.sh <==
#!/bin/bash
# OpenROAD 26Q1-2900-gdf79404cd8, Yosys 0.63+post, stock flow scripts
make -C /OpenROAD-flow-scripts/flow DESIGN_CONFIG=/design/flow/config.mk WORK_HOME=/design/flow/orfs finish
==> design/flow/config.mk <==
export PLATFORM = sky130hd
export DESIGN_NAME = top
export DESIGN_NICKNAME = top
export VERILOG_FILES = /design/flow/design.v
export SDC_FILE = /design/flow/constraint.sdc
export NUM_CORES = 4
export LEC_CHECK = 1
export CORE_AREA = 10 10 70 70
export DIE_AREA = 0 0 80 80
==> design/flow/constraint.sdc <==
current_design top

set clk_period 1.6
set clk_io_pct 0.2

create_clock -name clk0 -period $clk_period [get_ports {clk}]

set non_clock_inputs [all_inputs -no_clocks]
set_input_delay [expr $clk_period * $clk_io_pct] -clock clk0 $non_clock_inputs
set_output_delay [expr $clk_period * $clk_io_pct] -clock clk0 [all_outputs]
==> ci_impl_report.md <==
### Flow metrics

| Metric | Value |
|---|---|
| Busiest grt layer | met3 |
| # rows | 21 |
| Die Size | 6400 um2 |
| P_leak | 0.0001408 uW |
| Worst Setup End Kind | output port |
| R2r startpoint | U_FSM.curr_state[3] |
| Yosys chip area | 215.2 um2 |
| DRT iter0 DRCs | 4 |
| Vias post-DR | 183 |
| Total Routed Length | 589 um |
| Worst endpoint required time | 1.28 ns |
| Slew HR | 0.8769 |
| Cells after DPL | 74 |
| Dominant register cell | dfrtp_1 |
| Reg clk slew, reported paths | 0.04 ns |
| FFs w/ async S/R, synth | 1.000 |
| Layout cells sized above 1 | 0.2188 |
| Most frequent cells after synthesis | dfrtp_1, inv_1, a21oi_1, nor2_1 |
| Io pins | 7 |
| RSZ-0062 raised after global routing | no |
| Count of tool warnings | 25 |
| Gr usage total | 0.02276 |
| Worst Skew | 0.003080 ns |
| CP max-delay cell | clkdlybuf4s50_1 |
| Num CTS Buffers | 3 |
| Status | finished, final reports clean |
| M3 GR Usage | 0.02955 |
| CP top delay family | buffers and inverters |
| Synth Cell Area | 215.2 um2 |
| R2R setup slack | 0.80 ns |
| Internal power | 267.0 uW |
| Worst slew pin tran | 0.1844 ns |
| Grt met1 use | 0.02614 |
| Startpoint class of the critical path | register |
| Yosys synthesis warning count | 1 |
| Number of global-route vias before repair | 228 |
| Post-Syn Instances | 22 |
| GPL Wtd Cong | 0.8110 |
| CP Max Fanout | 3 |
| Initial antenna violation count | 0 |
| Total grt overflow | 0 |
| M2 GR Usage | 0.02488 |
| Worst setup path class | register to output port |
| Final hold viol count | 0 |
| CTS tree | built |
| Chip Width | 80 um |
| CTS Root Cell | clkbuf_4 |
| Max-cap viol count | 0 |
| Unique cell types | 12 |
| Comb power frac | 0.134 |
| Worst path max stage delay | 0.50 ns |
| Worst r2r path cells | 2 |
| Final HPWL DP | 455.1 um |
| Vias per cell | 2.346 |
| Yosys cell count | 22 |
| Initial Util | 0.06300 |
| Pre-Repair DR Iteration Count | 3 |
| # diodes | 0 |
| Worst-skew pair later-pin latency | 0.24 ns |
| Post-synth EDFFs | 0 |
| Register share of total power | 0.448 |
| Synthesis-to-finish area growth | 66.86% |
| Core Region | 3416 um2 |
| Die H | 80 um |
| Largest regs | U_FSM.curr_state (5) |
| Peak VDD IR | 150.2 uV |
| Avg Inst Size Synth | 9.782 um2 |
| Fin crit period | 1.429 ns |
| Post-synth top area share | 0.4651 |
| Final setup fails | 0 |
| Count of cells resized by post-cts repair | 0 |
| Max Fclk | 699.6 MHz |
| Max FFs per register | 5 |
| Clock Power Share | 0.417 |
| Switching part of the total | 0.2379 |
| Clk sinks | 5 |
| Clock Tree Buf Depth | 2 |
| Sw power | 83.38 uW |
| Slew Viols, Final | 0 |
| Post-synth regs | 5 |
| TNS Setup | 0 ns |
| Port Buf Inserts | 6 |
| Avg WL per Cell | 7.551 um |
| Cts-stage hold buffer count | 0 |
| Worst R2R End | U_FSM.curr_state[2] |
| PD cells | 975.8 nW/um2 |
| Largest net degree at the start of global routing | 6 |
| Period utilisation layout | 0.8934 |
| Largest register by flop count | U_FSM.curr_state |
| H-tree depth | 1 |
| Synth Seq Share | 0.5872 |
| Min-Delay Path Class | primary input to asynchronous set/reset pin |
| WP buf/inv | 1 |
| Post-synth area hogs | dfrtp_1, dfstp_2, a21oi_1 |
| Crit-path cells | clkdlybuf4s50_1 |
| Routed Antenna Nets | 0 |
| Post-route DRC violation count | 0 |
| Area leader, netlist | dfrtp_1 |
| First-pass GRT wire length | 1.083 mm |
| WP data arrival | 1.11 ns |
| Post-Layout Cell Count | 78 |
| # Post-CTS Setup Buffers | 0 |
==> per-stage QoR <==
stage | utilization | instance area (um2) | setup WS [ns] | power (uW) | hold WS, ns
2_1_floorplan | - | 215.2 | 0.8452 | 178.6 | 0.09779
3_3_place_gp | 0.09744 | 332.8 | 0.3306 | 202.4 | 0.5068
5_1_grt | 0.1051 | 359.1 | 0.1072 | 373.2 | 0.2974
6_report | 0.1051 | 359.1 | 0.1706 | 350.4 | 0.2729
3_5_place_dp | 0.09744 | 332.8 | 0.3058 | 205.1 | 0.5200
4_1_cts | 0.1051 | 359.1 | 0.1523 | 356.0 | 0.2775
==> final cells by class <==
| cell class | instances | area [um2] |
|---|---|---|
| timing repair buffer | 6 | 60.06 |
| tap | 46 | 57.56 |
| multi-input combinational | 12 | 70.07 |
| inverter | 5 | 18.77 |
| clock buffer | 4 | 26.28 |
| sequential | 5 | 126.4 |
| fill | 392 | 3057 |
==> power groups by stage <==
stage | clock [uW] | combinational (uW) | sequential (uW)
after CTS | 151 | 48.3 | 157
after global routing | 159 | 55.2 | 159
final | 146 | 47.1 | 157
==> per-layer routing <==
metal	vias up	routed length [um]
met5	-	0
met4	0	0
met3	0	119
met1	81	291
met2	9	178
li1	93	-
==> placed cells by master, fill, tap and decap left out <==
master,netlist,layout
clkbuf_4,0,3
o22ai_1,1,1
nand2_1,1,1
clkbuf_1,0,1
a21oi_1,3,3
o21ai_0,1,1
dfrtp_1,4,4
a22oi_2,1,1
dfstp_2,1,1
inv_1,4,4
a31oi_1,1,1
clkdlybuf4s50_1,0,6
nor3_2,1,1
inv_2,1,1
nor2_1,3,3
==> kinds of logic after synthesis <==
family,Yosys count,synth area share
buffers and inverters,5,0.08717
flip-flops,5,0.5873
AND/OR/NAND/NOR,5,0.1163
AND-OR/OR-AND,7,0.2093
==> worst max-delay path by stage <==
stage	from	end	slack, ns	cells past startpoint
4_1_cts	U_FSM.curr_state[1]	finished	0.15	1
5_1_grt	U_FSM.curr_state[1]	finished	0.11	1
6_report	U_FSM.curr_state[1]	finished	0.17	1
No activity file was given, so power comes from the tool's default toggle rates.
